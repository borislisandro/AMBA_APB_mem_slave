==> design.v <==
module apb_mem_slave #(parameter ADDR_WIDTH = 7, parameter DATA_WIDTH = 32)
(
  input  logic                   i_rst_n    ,
  input  logic                   i_clk      ,
  input  logic [ADDR_WIDTH-1 :0] i_PADDR    ,
  input  logic                   i_PWRITE   ,
  input  logic                   i_PSEL     ,
  input  logic                   i_PENABLE  ,
  input  logic [DATA_WIDTH-1 :0] i_PWDATA   ,
  input  logic [DATA_WIDTH-1 :0] i_mem_rdata,
  input  logic                   i_mem_err  ,
  output logic                   o_PREADY   ,
  output logic [DATA_WIDTH-1 :0] o_PRDATA   ,
  output logic                   o_PSLVERR  ,
  output logic [ADDR_WIDTH-1 :0] o_mem_addr ,
  output logic [DATA_WIDTH-1 :0] o_mem_wdata,
  output logic                   o_mem_we   
);
  localparam IDLE    = 1'b0,
             CMD_END = 1'b1;
  reg cstate, nstate;
  reg                   we_reg  ;
  reg [ADDR_WIDTH-1 :0] addr_reg;
  reg [DATA_WIDTH-1 :0] data_reg;
  logic mem_we_next;
  logic mem_rd_next;
  assign mem_we_next = i_PSEL && i_PWRITE;
  assign mem_rd_next = i_PSEL && !i_PWRITE;
  always_ff @(posedge i_clk) begin : state_proc
    if (!i_rst_n) begin
      cstate <= IDLE;
    end else begin
      cstate <= nstate;
    end
  end : state_proc
  always_comb begin : next_state_proc
    nstate = cstate;
    case (cstate)
      IDLE: begin
        if (i_PSEL && !i_PENABLE) begin
          nstate = CMD_END;
        end
      end
      CMD_END: begin
        nstate = IDLE;
      end
      default: nstate = IDLE;
    endcase
  end : next_state_proc
  always_ff @(posedge i_clk) begin : posedge_logic_proc
    if (!i_rst_n) begin
      we_reg   <= 1'b0;
      addr_reg <= {ADDR_WIDTH{1'b0}};
      data_reg <= {DATA_WIDTH{1'b0}};
      o_PREADY <= 1'b0;
    end else begin
      case (cstate)
        IDLE: begin
          if(mem_we_next) begin
			   o_PREADY <= 1'b1;  
            addr_reg <= i_PADDR;
            data_reg <= i_PWDATA;
            we_reg   <= 1'b1;
          end else if(mem_rd_next) begin
			   o_PREADY <= 1'b1;
            addr_reg <= i_PADDR;
            we_reg   <= 1'b0;
			 end else begin
            o_PREADY <= 1'b0;
            we_reg   <= 1'b0;
          end
        end
        CMD_END: begin
          we_reg   <= 1'b0;
          o_PREADY <= 1'b0;
        end
      endcase
    end
  end : posedge_logic_proc
  assign o_mem_addr  = addr_reg;
  assign o_mem_wdata = data_reg;
  assign o_mem_we    = we_reg;
  assign o_PRDATA    = (o_PREADY && !we_reg) ? i_mem_rdata : {DATA_WIDTH{1'b0}};
  assign o_PSLVERR   = (i_mem_err && i_PSEL);
endmodule : apb_mem_slave
module mem_128x32 #(parameter ADDR_WIDTH = 7, parameter DATA_WIDTH = 32)
(
  input  logic                  i_rst_n     ,
  input  logic                  i_clk       ,
  input  logic                  i_we        ,
  input  logic [ADDR_WIDTH-1:0] i_addr      ,
  input  logic [DATA_WIDTH-1:0] i_data      ,
  output logic [DATA_WIDTH-1:0] o_data      ,
  output logic                  o_mem_err
);
  logic [DATA_WIDTH-1:0] mem_array [0:(2**ADDR_WIDTH)-1] = '{default:{DATA_WIDTH{1'b0}}};
  logic rw_policy [0:(2**ADDR_WIDTH)-1] = '{default:1'b1};
  always_ff @(posedge i_clk) begin : wr_proc
    if (!i_rst_n) begin
      integer i;
      for (i = 0; i < (2**ADDR_WIDTH); i = i + 1) begin
        mem_array[i] <= i;
        if(i < (2**ADDR_WIDTH)/2) begin
          rw_policy[i] <= 1'b0;
        end else begin
          rw_policy[i] <= 1'b1;
        end
      end
    end else if (i_we && rw_policy[i_addr]) begin
      mem_array[i_addr] <= i_data;
    end
  end : wr_proc
  always_comb begin : rd_proc
    o_data = mem_array[i_addr];
  end : rd_proc
  assign o_mem_err = (!rw_policy[i_addr] && i_we) ? 1'b1 : 1'b0;
endmodule : mem_128x32
module rtl_top #(parameter ADDR_WIDTH = 7, parameter DATA_WIDTH = 32)
(
  input  logic                   i_rst_n   ,
  input  logic                   i_clk     ,
  input  logic [ADDR_WIDTH-1 :0] i_PADDR   ,
  input  logic                   i_PWRITE  ,
  input  logic                   i_PSEL    ,
  input  logic                   i_PENABLE ,
  input  logic [DATA_WIDTH-1 :0] i_PWDATA  ,
  output logic                   o_PREADY  ,
  output logic [DATA_WIDTH-1 :0] o_PRDATA  ,
  output logic                   o_PSLVERR   
);
  logic [ADDR_WIDTH-1 :0] mem_addr ;
  logic [DATA_WIDTH-1 :0] mem_wdata;
  logic                   mem_we   ;
  logic [DATA_WIDTH-1 :0] mem_rdata;
  logic mem_err;
  apb_mem_slave #(.ADDR_WIDTH(ADDR_WIDTH), .DATA_WIDTH(DATA_WIDTH)) u_apb_mem_slave (
    .i_rst_n     (i_rst_n)   ,
    .i_clk       (i_clk)     ,
    .i_PADDR     (i_PADDR)   ,
    .i_PWRITE    (i_PWRITE)  ,
    .i_PSEL      (i_PSEL)    ,
    .i_PENABLE   (i_PENABLE) ,
    .i_PWDATA    (i_PWDATA)  ,
    .i_mem_rdata (mem_rdata) ,
    .i_mem_err   (mem_err)   ,
    .o_PREADY    (o_PREADY)  ,
    .o_PRDATA    (o_PRDATA)  ,
    .o_PSLVERR   (o_PSLVERR) ,
    .o_mem_addr  (mem_addr)  ,
    .o_mem_wdata (mem_wdata) ,
    .o_mem_we    (mem_we)
  );
  mem_128x32 #(.ADDR_WIDTH(ADDR_WIDTH), .DATA_WIDTH(DATA_WIDTH)) u_mem_128x32 (
    .i_rst_n (i_rst_n)   ,
    .i_clk   (i_clk)     ,
    .i_we    (mem_we)    ,
    .i_addr  (mem_addr)  ,
    .i_data  (mem_wdata) ,
    .o_data  (mem_rdata) ,
    .o_mem_err(mem_err)
  );
endmodule : rtl_top
==> run.sh <==
#!/bin/bash
# OpenROAD 26Q1-2900-gdf79404cd8, Yosys 0.63+post, stock flow scripts
make -C /OpenROAD-flow-scripts/flow DESIGN_CONFIG=/design/flow/config.mk WORK_HOME=/design/flow/orfs finish
==> config.mk <==
export PLATFORM = sky130hd
export DESIGN_NAME = rtl_top
export DESIGN_NICKNAME = rtl_top
export VERILOG_FILES = /design/flow/design.v
export SDC_FILE = /design/flow/constraint.sdc
export NUM_CORES = 4
export LEC_CHECK = 1
export CORE_UTILIZATION = 40
export SYNTH_HDL_FRONTEND = slang
export SYNTH_MEMORY_MAX_BITS = 65536
==> constraint.sdc <==
current_design rtl_top

set clk_period 382.9
set clk_io_pct 0.2

create_clock -name clk0 -period $clk_period [get_ports {i_clk}]

set non_clock_inputs [all_inputs -no_clocks]
set_input_delay [expr $clk_period * $clk_io_pct] -clock clk0 $non_clock_inputs
set_output_delay [expr $clk_period * $clk_io_pct] -clock clk0 [all_outputs]
==> results.cfg <==
; generated from flow reports
[status]
status = complete, no violations

[synth]
synth-edff-count = 4096
syn_inst = 12760
ys.warnings.count = 0
yosys.area_share.aoi_pct = 3.144
ys.flops = 4209
logic_family = multiplexers
ys_cells = 12760
syn_area_per_cell_um2 = 14.20
yosysChipArea_mm2 = 0.1812
async_flop_share_pct = 0
yosys.area_share.simple_pct = 11.05
ff_type = edfxtp_1
synthDistinctLibCells = 54
netlist_area_mm2 = 0.1812
xor_area_share_pct = 0
fa_ha_area_share_pct = 0
mux_share_pct = 13.80
seq_area_frac_synth_pct = 69.14

[hold_path]
min_path_type = flip-flop to flip-flop

[timing]
setup_tns_ns = 0
slew_headroom_pct = 15.66
worst_pin_slew_ns = 1.230
rsz0062_at_grt = no
fin_crit_sh_pct = 40.29
setup_viol = 0
fin_crit_ns = 154.28
finalClockSkew_ns = 0.05156
fmax_mhz = 6.482
hold_violations = 0
drv_slew = 0

[route]
vias = 112000
drtPass1Iterations = 8
routed_wl_um = 664900
drc_errors = 0
via_per_inst = 5.879
drt_iter0_drc = 9023
wire_per_inst_um = 34.91
ant_nets = 0

[die]
core_mm2 = 0.4500
die_area_mm2 = 0.4556
initCoreUtil_pct = 40.26
rows = 246
die_width_um = 675.0
dieHeight_um = 675.0
ios = 78

[worst_setup_path]
worst-path-stages = 3
cp_max_fo = 3
max_stage_delay_ns = 0.50
crit_buf_inv = 2
critical_path.cell_chain = clkdlybuf4s50_1, and3_1, clkdlybuf4s50_1
start_kind = input pin
startpoint = i_PSEL
crit_path_end = o_PSLVERR
worst_setup_path_end_kind = output port
crit_family = buffers and inverters
worst_path_max_delay_cell = clkdlybuf4s50_1
path_class = input pin to output port
timing.rr.end = u_mem_128x32.mem_array[86][22]$_SDFFCE_PN0P_
arrival_ns = 77.70
ff2ff_setup_slack_ns = 376.05
rr_worst_depth = 14
cpMostUsedCell = clkdlybuf4s50_1
crit_required_ns = 306.32

[place]
dp_hpwl_um = 435400
placed_area_mm2 = 0.1914
portBuffers = 77
place_congestion = 0.9860
placedCellCount = 18260

[job]
log.warning_count = 30
cap_viol_max_count = 0

[clocking]
cts-root-buf = clkbuf_16
cts_tree = done
clock_path_buffers = 4
cts_hold_buf = 0
cts_inserted_buffers = 417
cts_max_level = 5
cts_resized = 0
cts_sinks = 4209
clk_pin_slew_ns = 0.06
post_cts_buffers = 0
clock_latency_ns = 1.02

[layout]
final_area_mm2 = 0.2046
drive_above_1_share_pct = 17.78
fin_cells = 19050
num-fill-cells = 38320
area_growth_pct = 12.94

[power]
powerDensity_mw_per_mm2 = 4.878
peakVddDrop_mv = 0.004367
leakage_uw = 0.06238

[global_routing]
grt_max_degree = 108
grt_overflow_total = 0
antenna_found_initial = 28
grt_pass1_wl_um = 910800
grt_usage_pct = 32.05
grt_pass1_vias = 116000
[logic make-up after synthesis]
family | after synthesis
mux | 1447
compound gates | 791
buf+inv | 1206
flops | 4209
simple gates | 5106
[power by group]
group / leakage, µW / total (µW) / internal (µW) / switching [µW]
sequential: 0.0415 / 522 / 518 / 4.28
combinational: 0.0145 / 73.7 / 21.4 / 52.3
clock: 0.00640 / 403 / 224 / 179
total: 0.0624 / 998 / 763 / 235
[registers in the layout (all words and copies together) (netlist names), named ones only]
signal,flops
u_apb_mem_slave.o_mem_addr,7
u_mem_128x32.rw_policy,64
u_mem_128x32.mem_array,4096
u_apb_mem_slave.o_PREADY,1
u_apb_mem_slave.o_mem_wdata,32
u_apb_mem_slave.cstate,1
u_apb_mem_slave.o_mem_we,1
[synth_stat cells (50+ instances only)]
library cell	number	area share [%]
edfxtp_1	4096	68
nor2_1	3733	7.7
nand2_1	949	2.0
mux4_2	840	10
clkbuf_1	635	1.3
mux2i_1	595	3.3
buf_2	411	1.1
a22oi_1	324	1.3
nand3_1	158	0.44
buf_1	120	0.25
o21ai_0	115	0.32
dfxtp_1	113	1.2
and2_1	70	0.24
o22ai_1	63	0.22
a21boi_0	52	0.22
nor2b_1	50	0.17
[metrics by stage]
step                      power, µW  utilization, %  hold WS (ns)  worst slack [ns]
after floorplan               567.0               -        0.4241            229.62
after global placement        602.0           42.54        0.4398            228.61
after detailed placement      602.5           42.54        0.4381            228.62
after CTS                     997.9           45.45        0.4586            228.62
after global routing           1020           45.46        0.4684            228.57
final                         998.1           45.47        0.4568            228.62
[how the worst min path moves through the flow]
stage / slack [ns] / from / to / depth (start not counted)
finish: 0.46 / u_mem_128x32.rw_policy[6]$_DFF_P_ / u_mem_128x32.rw_policy[6]$_DFF_P_ / 1
CTS: 0.46 / u_mem_128x32.rw_policy[52]$_DFF_P_ / u_mem_128x32.rw_policy[52]$_DFF_P_ / 1
global route: 0.47 / u_mem_128x32.rw_policy[27]$_DFF_P_ / u_mem_128x32.rw_policy[27]$_DFF_P_ / 1
[area by class of cell]
type                       instances  area, µm²  share of cell area, %
sequential                      4209     125300                  61.23
multi-input combinational       7344      52670                  25.74
clock buffer                     530      11040                  5.395
tap                             5952       7447                  3.640
timing repair buffer             754       5996                  2.930
clock inverter                   233       2096                  1.024
antenna                           22      55.05                0.02691
inverter                           4      20.02               0.009785
[per-layer routing]
| metal | track usage [%] | routed length [µm] | vias to the layer above |
|---|---|---|---|
| met5 | 10.30 | 5718 | - |
| met1 | 31.95 | 181300 | 54830 |
| li1 | - | - | 46720 |
| met4 | 14.05 | 39710 | 100 |
| met2 | 43.99 | 290600 | 8632 |
| met3 | 30.21 | 147500 | 1716 |
[placed cells by master (no fill, tap or decap), types with 27 or more instances in the layout]
master / count
edfxtp_1: 4096
nor2_1: 3725
nand2_1: 946
mux4_2: 840
buf_4: 666
mux2i_1: 595
clkbuf_16: 423
a22oi_1: 324
nand3_1: 154
o21ai_4: 132
dfxtp_1: 107
clkbuf_1: 101
clkinv_1: 97
clkdlybuf4s50_1: 76
clkinv_2: 69
and2_1: 65
o22ai_1: 63
a21boi_0: 49
nor2b_1: 44
a22o_1: 42
a221oi_1: 32
bufinv_16: 30
and2_0: 27
Power is estimated from default activity; no workload was simulated.
